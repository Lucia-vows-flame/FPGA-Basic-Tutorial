### flow/design.v
module uart_byte_tx_led
(
        input   wire            i_sysclk        ,
        input   wire            i_rst_n         ,
        input   wire    [7:0]   i_data          ,
        input   wire            i_en_uart_tx    ,
        output  reg             o_uart_tx       ,
        output  reg             o_uart_tx_done
);
parameter               BAUD              = 9600;                        
parameter               CLOCK_FERQ        = 50_000_000;                  
parameter               BAUD_COUNTER_MAX  = CLOCK_FERQ/BAUD - 1;         
parameter               STATE_COUNTER_MAX = 9;                           
reg      [29:0]         r_baud_counter  ;    
reg                     en_baud_counter ;    
reg      [3:0]          r_state_counter ;    
reg      [7:0]          r_data          ;    
wire                    w_uart_tx       ;    
always @(posedge i_sysclk or negedge i_rst_n)
        begin
                if (~i_rst_n)
                        begin
                                r_baud_counter  <= 0;
                        end
                else if(en_baud_counter == 1'b1)         
                        begin
                                if (r_baud_counter == BAUD_COUNTER_MAX)  
                                        r_baud_counter <= 0;
                                else
                                        r_baud_counter <= r_baud_counter + 1;
                        end
                else     
                        begin
                                r_baud_counter <= 0;
                        end
        end
always @(posedge i_sysclk or negedge i_rst_n)
        begin
                if (~i_rst_n)
                        begin
                                r_state_counter <= 4'b0;
                        end
                else if (r_baud_counter == BAUD_COUNTER_MAX)         
                        begin
                                if (r_state_counter == STATE_COUNTER_MAX)         
                                        r_state_counter <= 0;
                                else
                                        r_state_counter <= r_state_counter + 1;
                        end
                else     
                        begin
                                r_state_counter <= r_state_counter;
                        end
        end
always @(posedge i_sysclk or negedge i_rst_n)
        begin
                if (~i_rst_n)
                        begin
                                r_data <= 8'b0;
                        end
                else if (i_en_uart_tx)         
                        begin
                                r_data <= i_data;
                        end
                else
                        begin
                                r_data <= r_data;
                        end
        end
always @(posedge i_sysclk or negedge i_rst_n)
        begin
                if (~i_rst_n)     
                        begin
                                o_uart_tx <= 1'd1;
                        end
                else if (en_baud_counter == 0)
                        begin
                                o_uart_tx <= 1'd1;               
                        end
                else
                        begin
                                case (r_state_counter)
                                        4'd0:
                                                begin
                                                        o_uart_tx <= 1'd0;               
                                                end
                                        4'd1:
                                                begin
                                                        o_uart_tx <= r_data[0];          
                                                end
                                        4'd2:
                                                begin
                                                        o_uart_tx <= r_data[1];          
                                                end
                                        4'd3:
                                                begin
                                                        o_uart_tx <= r_data[2];          
                                                end
                                        4'd4:
                                                begin
                                                        o_uart_tx <= r_data[3];          
                                                end
                                        4'd5:
                                                begin
                                                        o_uart_tx <= r_data[4];          
                                                end
                                        4'd6:
                                                begin
                                                        o_uart_tx <= r_data[5];          
                                                end
                                        4'd7:
                                                begin
                                                        o_uart_tx <= r_data[6];          
                                                end
                                        4'd8:
                                                begin
                                                        o_uart_tx <= r_data[7];          
                                                end
                                        4'd9:
                                                begin
                                                        o_uart_tx <= 1'd1;               
                                                end
                                        default:
                                                begin
                                                        o_uart_tx <= o_uart_tx;          
                                                end
                                endcase
                        end
        end
assign w_uart_tx_done = (r_state_counter == STATE_COUNTER_MAX) && (r_baud_counter == BAUD_COUNTER_MAX);
always @(posedge i_sysclk)       
        o_uart_tx_done <= w_uart_tx_done;
always @(posedge i_sysclk or negedge i_rst_n)
        begin
                if (~i_rst_n)
                        begin
                                en_baud_counter <= 1'b0;
                        end
                else if (i_en_uart_tx)         
                        begin
                                en_baud_counter <= 1'b1;
                        end
                else if (w_uart_tx_done)         
                        begin
                                en_baud_counter <= 1'b0;
                        end
                else
                        begin
                                en_baud_counter <= en_baud_counter;
                        end
        end
endmodule       
### flow/run.sh
#!/bin/bash
# OpenROAD 26Q1-2900-gdf79404cd8, Yosys 0.63+post, stock flow scripts
make -C /OpenROAD-flow-scripts/flow DESIGN_CONFIG=/design/flow/config.mk WORK_HOME=/design/flow/orfs finish
### flow/config.mk
export PLATFORM = sky130hd
export DESIGN_NAME = uart_byte_tx_led
export DESIGN_NICKNAME = uart_byte_tx_led
export VERILOG_FILES = /design/flow/design.v
export SDC_FILE = /design/flow/constraint.sdc
export NUM_CORES = 4
export LEC_CHECK = 1
export CORE_UTILIZATION = 40
### flow/constraint.sdc
current_design uart_byte_tx_led

set clk_period 3.8
set clk_io_pct 0.2

create_clock -name clk0 -period $clk_period [get_ports {i_sysclk}]

set non_clock_inputs [all_inputs -no_clocks]
set_input_delay [expr $clk_period * $clk_io_pct] -clock clk0 $non_clock_inputs
set_output_delay [expr $clk_period * $clk_io_pct] -clock clk0 [all_outputs]
==> results.yml <==
# flow metrics
outcome:
  status: "finished, final reports clean"
place:
  place_hpwl_um: 3070
  numPortBuffers: 12
  placed_cell_area_mm2: 0.00249
  routabilityCongestion: 0.805
  dp_cells: 305
critical_path:
  crit_fanout: 16
  end_kind: "register"
  critPathLaunch: "r_baud_counter[3]$_DFF_PN0_"
  critPathMaxStageDelay_ps: 780
  critPathKind: "register to register"
  r2r_cells: 4
  rr_endpoint: "r_baud_counter[29]$_DFF_PN0_"
  cp-start-kind: "register"
  slowest_stage: "or4_1"
  rr_startpoint: "r_baud_counter[3]$_DFF_PN0_"
  r2r_slack_ps: 1580
  worst-endpoint-required_ps: 4030
  crit_arrival_ps: 2450
  path_cells: "nand4_4, or4_1, or4_4, a21oi_2"
pwr:
  peakVddDrop_mv: 0.228
  p_leak_uw: 0.000995
  power_uw: 1020
  pwr_density_cell_mw_per_mm2: 395
floorplan:
  dieHeight_um: 77.9
  fp_util_pct: 41.6
  chipArea_mm2: 0.00607
  design.core.area_mm2: 0.00554
  rows: 27
  die_x_um: 77.9
  io_pins: 13
yosys:
  top_cells_by_area: "dfrtp_1 47%, mux2_2 3.9%, xnor2_1 3.8%"
  ys_seq_share_pct: 48.7
  xor_share_pct: 5.70
  top_logic_kind: "simple AND/OR/NAND/NOR gates"
  synth.area.mux_share_pct: 5.32
  async_flop_share_pct: 97.8
  ys.flops: 45
  ys_chip_area_mm2: 0.00230
  syn_area_mm2: 0.00230
  yosys_warnings: 2
  flop_cell: "dfrtp_1"
  yosys_cells: 230
  synth_top_area_share_pct: 46.7
  edf_count: 0
  fa_ha_area_share_pct: 0.543
  syn_area_per_cell_um2: 10.0
  synthCells: 230
  synthSimpleGateAreaFrac_pct: 26.6
  ys_sh_aoi_pct: 9.72
  top_area_cell: "dfrtp_1"
  synth.distinct_cells: 40
cells_and_area:
  final_layout_size_suffix_gt1_share_pct: 11.6
  area_growth_pct: 11.7
  stdcell_area_mm2: 0.00257
  final_cells: 313
drt:
  drc: 0
  drtAntennaViolNets: 0
  vias_per_cell: 5.51
  first_pass_iters: 4
  drtIter0Drc: 103
  routed_wl_um: 4450
  antenna_cells: 0
  detail_route.wl_per_cell_um: 14.2
  dr_total_vias: 1726
final_timing:
  fin_hold_ws_ps: 460
  max_freq_mhz: 450
  min_period_ps: 2220
  worst_pin_slew_ps: 557
  period_used_pct: 58.5
  finalHoldViolCount: 0
  slew_violations: 0
  rsz0062_at_grt: "false"
  relSlewSlack_pct: 62.9
  final-setup-viol-count: 0
  finalSetupTns_ps: 0
  skew_ps: 8.39
cts:
  cts_setup_buffers: 0
  cts_hold_buf: 0
  htree_levels: 2
  tritoncts: "built"
  root_buffer: "clkbuf_8"
  worstSkewPairLatency_ps: 290
  cts_resized: 0
  clkTransAtPathRegs_ps: 90
  clockBufferDepth: 2
  cts_buffers: 5
  cts.sinks: 45
global_routing:
  grt-ovfl-total: 0
  grt_pass1_wl_um: 7940
  grt_max_degree: 45
  grtUsageTotal_pct: 16.8
  antenna_found_initial: 0
  grt_pass1_vias: 1700
flow_run:
  warning_count: 25
  cap_violations: 0
worst_hold_path:
  hold_path_end: "r_baud_counter[0]$_DFF_PN0_"
  whs_path_depth: 1
  hp-start: "r_baud_counter[0]$_DFF_PN0_"
  hold_class: "register to register"
-- cells by family (layout without fill, tap and decap cells) --
family                   Yosys count  in the layout
AND/OR/NAND/NOR                  103            103
flip-flops                        45             45
AND-OR/OR-AND                     37             37
buffers and inverters             19             30
XOR/XNOR                          15             15
multiplexers                      10             10
adder cells (fa/ha/maj)            1              1
-- worst max-delay path: cells and delay by family, from the launching register on --
kind | cells | cell delay [ps]
compound gates | 1 | 130
simple gates | 3 | 1520
flops | 1 | 500
-- area by class of cell --
| type | instances | area (µm²) |
|---|---|---|
| clock buffers | 5 | 68.8 |
| well taps | 72 | 90.1 |
| clock inverters | 3 | 17.5 |
| inverters | 7 | 26.3 |
| flip-flops and latches | 45 | 1120 |
| repair buffers | 15 | 138 |
| fillers | 521 | 2970 |
| multi-input cells | 166 | 1110 |
-- cell usage in the layout, fill, tap and decap left out, types with 2 or more instances in the layout --
master           netlist  layout
nor4_1                10      10
nor3_1                 5       5
xor2_1                 5       5
clkdlybuf4s50_1        0      11
nand2_1               11      11
a21oi_1               14      14
o21ai_0                9       9
or4_1                 11      11
nand3_1               12      12
or4_4                  2       2
mux2_2                 8       8
xnor2_1               10      10
nor4b_1                3       3
and3_1                 3       3
clkbuf_8               0       5
nand4_1                8       8
buf_4                  1       3
o31ai_1                9       9
dfrtp_1               43      43
clkinv_2               0       2
and4_1                 3       3
inv_1                  7       7
nor2_1                19      19
nor2b_1                2       2
or3_1                  8       8
-- worst max path at each step --
stage / endpoint / cells past startpoint
CTS: r_baud_counter[29]$_DFF_PN0_ / 4
global route: r_baud_counter[29]$_DFF_PN0_ / 4
finish: r_baud_counter[29]$_DFF_PN0_ / 4
-- Yosys cell counts (3+ instances only) --
cell,number
buf_2,3
nor2_1,19
dfrtp_1,43
xnor2_1,10
o31ai_1,9
o21ai_0,9
nand4_1,8
nand2_1,11
a21oi_1,14
and4_1,3
nor4_1,10
and3_1,3
nand3_1,12
or3_1,8
or4_1,11
nor3_1,5
mux2_2,8
nor4b_1,3
clkbuf_1,8
xor2_1,5
inv_1,7
-- where the power goes --
| group | switching, µW | internal, µW |
|---|---|---|
| clock network | 162 | 127 |
| registers | 62.1 | 523 |
| logic | 69.6 | 73.1 |
| total | 293 | 723 |
-- state kept, by name (all words and copies together), names as in the netlist --
name / flops
o_uart_tx_done: 1
o_uart_tx: 1
r_data: 8
r_baud_counter: 30
r_state_counter: 4
en_baud_counter: 1
-- metrics by stage --
stage,util [%],setup slack (ps)
global route,46.4,1450
detailed placement,44.9,1610
global placement,44.9,1620
floorplan,-,1840
finish,46.4,1580
CTS,46.4,1590
-- routing by layer --
metal  vias to the layer above  wire length, µm  global-route usage (%)
met5                         -                0                       0
met4                         0               76                    2.08
met3                         8               83                    1.91
met2                        16             2080                    26.3
met1                       828             2210                    26.9
li1                        874                -                       -
Power and IR drop assume default switching activity.
