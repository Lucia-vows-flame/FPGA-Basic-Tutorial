--- design.v ---
module uart_byte_rx
(
        input   wire            i_sysclk        ,
        input   wire            i_sysrst_n      ,
        input   wire            i_uart_rx       ,
        output  reg     [7:0]   o_rx_data       ,
        output  reg             o_uart_rx_done
);
parameter               BAUD              = 9600;                        
parameter               CLOCK_FERQ        = 50_000_000;                  
parameter               BAUD_COUNTER_MAX  = CLOCK_FERQ/BAUD - 1;         
parameter               STATE_COUNTER_MAX = 9;                           
reg      [29:0]         r_baud_counter  ;    
reg                     en_baud_counter ;    
reg      [3:0]          r_state_counter ;    
reg      [7:0]          r_uart_rx       ;    
reg                     r1,r2           ;    
reg      [7:0]          r_rx_data     ;    
wire                    w_uart_rx_done  ;    
wire                    r_negedge_start ;    
always @(posedge i_sysclk or negedge i_sysrst_n)
        begin
                if (~i_sysrst_n)
                        begin
                                r_baud_counter  <= 0;
                        end
                else if(en_baud_counter == 1'b1)         
                        begin
                                if (r_baud_counter == BAUD_COUNTER_MAX)
                                        r_baud_counter <= 0;
                                else
                                        r_baud_counter <= r_baud_counter + 1;
                        end
                else     
                        begin
                                r_baud_counter <= 0;
                        end
        end
always @(posedge i_sysclk or negedge i_sysrst_n)
        begin
                if (~i_sysrst_n)
                        begin
                                en_baud_counter <= 1'b0;
                        end
                else if (r_negedge_start)         
                        begin
                                en_baud_counter <= 1'b1;
                        end
                else if ((r_baud_counter == BAUD_COUNTER_MAX / 2) && (r_state_counter == 0) && (r2 == 1))         
                        begin
                                en_baud_counter <= 1'b0;
                        end
                else if ((r_baud_counter == BAUD_COUNTER_MAX / 2) && (r_state_counter == STATE_COUNTER_MAX))      
                        begin
                                en_baud_counter <= 1'b0;
                        end
                else
                        begin
                                en_baud_counter <= en_baud_counter;
                        end
        end
always @(posedge i_sysclk or negedge i_sysrst_n)
        begin
                if (~i_sysrst_n)
                        begin
                                r_state_counter <= 4'b0;
                        end
                else if ((r_baud_counter == BAUD_COUNTER_MAX / 2) && (r_state_counter == STATE_COUNTER_MAX))         
                        begin
                                r_state_counter <= 4'b0;
                        end
                else if (r_baud_counter == BAUD_COUNTER_MAX)     
                        begin
                                r_state_counter <= r_state_counter + 1;
                        end
                else     
                        begin
                                r_state_counter <= r_state_counter;
                        end
        end
always @(posedge i_sysclk or negedge i_sysrst_n)
        begin
                if (~i_sysrst_n)
                        begin
                                o_rx_data <= 8'd0;
                        end
                else if (r_baud_counter == BAUD_COUNTER_MAX / 2)         
                        begin
                                case (r_state_counter)       
                                        4'd1:
                                                begin
                                                        r_rx_data[0] <= r2;          
                                                end
                                        4'd2:
                                                begin
                                                        r_rx_data[1] <= r2;          
                                                end
                                        4'd3:
                                                begin
                                                        r_rx_data[2] <= r2;          
                                                end
                                        4'd4:
                                                begin
                                                        r_rx_data[3] <= r2;          
                                                end
                                        4'd5:
                                                begin
                                                        r_rx_data[4] <= r2;          
                                                end
                                        4'd6:
                                                begin
                                                        r_rx_data[5] <= r2;          
                                                end
                                        4'd7:
                                                begin
                                                        r_rx_data[6] <= r2;          
                                                end
                                        4'd8:
                                                begin
                                                        r_rx_data[7] <= r2;          
                                                end
                                        default:
                                                begin
                                                        r_rx_data <= r_rx_data;          
                                                end
                                endcase
                        end
        end
always @(posedge i_sysclk)
        if (w_uart_rx_done)         
                begin
                        o_rx_data <= r_rx_data;
                end
always @(posedge i_sysclk)
        begin
                r1 <= i_uart_rx;
                r2 <= r1;
        end
always @(posedge i_sysclk)       
        r_uart_rx <= r2;
assign r_negedge_start = (r2 == 0) && (r_uart_rx == 1);         
assign w_uart_rx_done = (r_state_counter == STATE_COUNTER_MAX) && (r_baud_counter == BAUD_COUNTER_MAX / 2);         
always @(posedge i_sysclk)       
        o_uart_rx_done <= w_uart_rx_done;
endmodule
--- config.mk ---
export PLATFORM = sky130hd
export DESIGN_NAME = uart_byte_rx
export DESIGN_NICKNAME = uart_byte_rx
export VERILOG_FILES = /design/flow/design.v
export SDC_FILE = /design/flow/constraint.sdc
export NUM_CORES = 4
export LEC_CHECK = 1
export CORE_AREA = 10 10 111 111
export DIE_AREA = 0 0 121 121
--- constraint.sdc ---
current_design uart_byte_rx

set clk_period 3.8
set clk_io_pct 0.2

create_clock -name clk0 -period $clk_period [get_ports {i_sysclk}]

set non_clock_inputs [all_inputs -no_clocks]
set_input_delay [expr $clk_period * $clk_io_pct] -clock clk0 $non_clock_inputs
set_output_delay [expr $clk_period * $clk_io_pct] -clock clk0 [all_outputs]
--- run.sh ---
#!/bin/bash
# OpenROAD 26Q1-2900-gdf79404cd8, Yosys 0.63+post, stock flow scripts
make -C /OpenROAD-flow-scripts/flow DESIGN_CONFIG=/design/flow/config.mk WORK_HOME=/design/flow/orfs finish
==> highlights.md <==
• async set or reset register ratio after synthesis: 0.8974
• cell count listed in synth_stat.txt: 223
• total via count in the routed design: 1,604
• initial antenna violation count: 0
• Max VDD drop: 0.1128 mV
• # rows: 36
• pin count of the biggest net entering global routing: 36
• synthesized flop and latch total: 39
• input/output buffers: 3
• share of the cycle needed by the critical path after routing: 0.5675
• number of cell instances on the worst register-to-register path: 4
• kind of start point of the critical path: flip-flop
• register share after synthesis: 0.4518
• worst clock skew: 7.607 ps
• max_slew headroom: 0.5967
• final count of hold timing violations: 0
• post-CTS resize count: 0
• number of warning messages in the logs: 28
• type of the worst setup path: flip-flop to flip-flop
• detailed router's first-iteration violation count: 119
• Post-synth EDFFs: 0
• width of the die: 121 µm
• WHS: 326.7 ps
• count of mapped cells out of synthesis: 223
• status: complete, no violations
• static leakage power: 0.0009409 µW
• data required time of the critical path: 4020 ps
• global-route wire length before repair: 7445 µm
• Setup Fix Bufs, Post-CTS: 0
• core utilization at floorplan: 0.2145
• start point of the worst min-delay path: r1
• RSZ-0062 raised after global routing: false
• DIE AREA: 14,640 µm²
• library cell occupying the most area in the post-synthesis netlist: dfrtp_1
• crit path DAT: 2380 ps
• slew of the pin with the lowest slew margin: 596.6 ps
• count of different cell masters after synthesis: 42
• total congestion overflow after global routing: 0
• highest attainable clock frequency: 0.4637 GHz
• maximum fanout along the worst path: 10
• die height: 121 µm
• total clock buffers created by CTS: 5
• post-synthesis cell area: 2116 µm²
• tally of filler cells in the layout: 1,038
• core area: 9864 µm²
• class of the tightest hold or removal check: flip-flop to flip-flop
• hold-critical path depth: 0
• crit end category: flip-flop
• TritonCTS clock tree: done
• standard cell area after detailed placement: 2261 µm²
• number of top-level pins: 12
• Post-DRT Antenna Nets: 0
• post-synthesis cell type with the largest instance count: dfrtp_1
• minimum clock period: 2156 ps
• number of search-and-repair iterations in the first detailed-routing pass: 4
• area share of the largest cell type after synthesis: 0.4140
• post-DR wirelength/cell: 11.43 µm
• number of global-route vias before repair: 1,509
• GRT Overall Usage: 0.05934
• number of buffers inserted by hold repair at cts: 0
• depth of the CTS H-tree: 2
• cell types with the largest area share after synthesis: dfrtp_1 (41%), xnor2_1 (4.6%), nand4_1 (3.8%), dfxtp_1 (3.8%), nor2_1 (3.2%)
• CTS Root Buffer Type: clkbuf_8
• clock slew at reported path FFs: 80 ps
• post-route design area: 2352 µm²
• average size of a mapped cell: 9.488 µm²
• ys flop type: dfrtp_1
• clock buffer depth: 2
• post-layout util: 0.2385
• share of cells above drive strength 1: 0.07556
• most frequent cells after synthesis: dfrtp_1 (35), nor2_1 (18), a21oi_1 (13), nand4_1 (13), o21ai_0 (12)
• number of warnings reported in the yosys synthesis log: 17
• yosys stat area: 2116 µm²
• number of clock sinks: 39
• max cap viols: 0
• total count of max-transition violations in the final report: 0
• final count of negative-setup-slack endpoints: 0
• number of remaining DRC errors: 0
• startpoint of the worst register-to-register path: r_baud_counter[2]
• Clk Latency, worst-skew pair: 290 ps
• total wire length: 4093 µm
• Avg Vias per Cell: 4.480
• growth of design area from synthesis to finish: 11.18%
• half-perimeter wire length after placement: 2857 µm
• routability cong.: 0.8337
• worst setup path start: r_baud_counter[2]
• power consumption: 715.7 µW
• PD cells: 304.2 nW/µm²
• Antenna diodes: 0
• Total Negative Setup Slacks: 0 ps
[registers in the layout, indices dropped and copies added, names as in the netlist]
signal and count:
o_uart_rx_done 1, r1 1, r_uart_rx 1, r_baud_counter 30, r2 1, en_baud_counter 1
r_state_counter 4
[logic make-up (layout without fill, tap and decap cells)]
family	count (synthesis)	in the layout	synth area share
mux	1	1	0.005322
flops	39	39	0.4518
simple gates	99	99	0.2833
xor+xnor	15	15	0.06209
fa+ha+maj	5	5	0.02957
buf+inv	27	22	0.06623
other cells	1	8	0.001772
compound gates	36	36	0.09995
[placed cells by master, fill, tap and decap left out, types with 3 or more instances in the layout]
cell type / count
dfrtp_1: 35
nor2_1: 18
nand4_1: 13
a21oi_1: 13
o21ai_0: 12
xnor2_1: 11
nand3_1: 10
inv_1: 9
nand2_1: 9
or3_1: 9
nor4_1: 8
conb_1: 8
or4_1: 6
clkbuf_8: 6
nor3_1: 5
ha_1: 5
o31ai_1: 4
and2_1: 4
xor2_1: 4
dfxtp_1: 4
and3_1: 3
clkdlybuf4s50_1: 3
[critical path, stage by stage (launching register included)]
cell and delay [ps]:
dfrtp_1 500, nand4_4 200, or4_1 680, or4_4 570, a21oi_2 140
[final timing paths]
kind | end | slack (ps)
min in group asynchronous | r_baud_counter[19] | 870
worst max register to register | r_baud_counter[28] | 1640
worst min register to register | r2 | 330
worst max-delay path | r_baud_counter[28] | 1640
max in group asynchronous | r_baud_counter[8] | 2590
worst min-delay path | r2 | 330
[routing by layer]
metal,track usage,part of all wire
met3,0.01606,0.045
met2,0.08878,0.45
met5,0,0
met1,0.08719,0.50
met4,0.005279,0.0098
[area by class of cell]
type	count	area, µm²	area share
Clock inverter	1	5.005	0.002128
Tap cell	133	166.4	0.07074
Sequential cell	39	955.9	0.4064
Clock buffer	7	86.33	0.03670
Timing Repair Buffer	5	45.04	0.01915
Multi-Input combinational cell	164	1060	0.4505
Inverter	9	33.78	0.01436
[metrics by stage]
step,std cells,worst slack (ps)
6_report,358,1644
2_1_floorplan,230,1869
5_1_grt,358,1500
4_1_cts,358,1663
3_5_place_dp,350,1658
3_3_place_gp,350,1680
[power by group]
part	switching [µW]	leakage (µW)	total, µW	internal (µW)
combinational	7.85	0.000399	10.6	2.75
sequential	0.603	0.000494	416	416
clock	142	0.0000482	289	146
Power figures rest on the tool's default switching activity, not on a simulated workload.
