File: constraint.sdc
current_design iic_word_control

set clk_period 2.2
set clk_io_pct 0.2

create_clock -name clk0 -period $clk_period [get_ports {i_sysclk}]

set non_clock_inputs [all_inputs -no_clocks]
set_input_delay [expr $clk_period * $clk_io_pct] -clock clk0 $non_clock_inputs
set_output_delay [expr $clk_period * $clk_io_pct] -clock clk0 [all_outputs]
File: run.sh
#!/bin/bash
# OpenROAD 26Q1-2900-gdf79404cd8, Yosys 0.63+post, stock flow scripts
make -C /OpenROAD-flow-scripts/flow DESIGN_CONFIG=/design/flow/config.mk WORK_HOME=/design/flow/orfs finish
File: design.v
module iic_word_control
(
        input   wire            i_sysclk        ,
        input   wire            i_sysrst_n      ,
        input   wire    [5:0]   i_cmd           ,
        input   wire    [7:0]   i_tx_data       ,
        input   wire            i_iic_start     ,
        inout   wire            iic_sda         ,
        output  reg             o_iic_scl       ,
        output  reg             o_ack           ,
        output  reg     [7:0]   o_rx_data       ,
        output  reg             o_iic_done       
);
parameter       SYS_CLOCK                = 50_000_000; 
parameter       SCL                      = 400_000; 
localparam      SCL_COUNTER              = SYS_CLOCK / SCL / 4 - 1; 
localparam      IDLE                     = 7'b0000001,    
                START                    = 7'b0000010,    
                WRITE                    = 7'b0000100,    
                READ                     = 7'b0001000,    
                CHECK_SLAVE_ACK          = 7'b0010000,    
                MASTER_GENERATE_ACK      = 7'b0100000,    
                STOP                     = 7'b1000000;    
localparam      WR                       = 6'b000001,     
                STA                      = 6'b000010,     
                RD                       = 6'b000100,     
                STO                      = 6'b001000,    
                ACK                      = 6'b010000,     
                NACK                     = 6'b100000;     
reg             o_iic_sda       ; 
reg             iic_sda_oe      ; 
reg     [19:0]  scl_counter     ; 
reg             en_scl_counter  ; 
reg     [4:0]   state_counter   ; 
reg     [7:0]   state           ; 
wire            scl_plus        ; 
always @(posedge i_sysclk or negedge i_sysrst_n)
        begin
                if (!i_sysrst_n)
                        scl_counter <= 20'd0;
                else if (en_scl_counter)
                        begin
                                if (scl_counter < SCL_COUNTER)
                                        scl_counter <= scl_counter + 1;
                                else
                                        scl_counter <= 20'd0;
                        end
        end
assign  scl_plus = scl_counter == SCL_COUNTER;   
assign  iic_sda = !o_iic_sda && iic_sda_oe ? 1'b0 : 1'bz;
always @(posedge i_sysclk or negedge i_sysrst_n)
        if(!i_sysrst_n)  
                begin
                        o_rx_data <= 0;
                        iic_sda_oe <= 1'd0;
                        en_scl_counter <= 1'b1;
                        o_iic_sda <= 1'd1;
                        o_iic_done <= 1'b0;
                        o_ack <= 1'd0;
                        state <= IDLE;
                        state_counter <= 5'd0;
                end
        else
                begin
                        case (state)
                                IDLE:    
                                        begin
                                                o_iic_done <= 1'b0;
                                                iic_sda_oe <= 1'd1;
                                                if (i_iic_start)         
                                                        begin
                                                                en_scl_counter <= 1'b1;  
                                                                if(i_cmd & STA)  
                                                                        state <= START;
                                                                else if(i_cmd & WR)  
                                                                        state <= WRITE;
                                                                else if(i_cmd & RD)  
                                                                        state <= READ;
                                                                else     
                                                                        state <= IDLE;
                                                        end
                                                else             
                                                        begin
                                                                en_scl_counter <= 1'b0;  
                                                                state <= IDLE;   
                                                        end
                                        end
                                START:   
                                        begin
                                                if(scl_plus)     
                                                        begin
                                                                if(state_counter == 3)
                                                                        state_counter <= 0;
                                                                else
                                                                        state_counter <= state_counter + 1'b1;
                                                                case(state_counter)
                                                                        0:
                                                                                begin
                                                                                        o_iic_sda <= 1;
                                                                                        iic_sda_oe <= 1;
                                                                                end
                                                                        1:
                                                                                begin
                                                                                        o_iic_scl <= 1;
                                                                                end
                                                                        2:
                                                                                begin
                                                                                        o_iic_sda <= 0;
                                                                                        o_iic_scl <= 1;
                                                                                end
                                                                        3:
                                                                                begin
                                                                                        o_iic_scl <= 0;
                                                                                end
                                                                        default:
                                                                                begin
                                                                                        o_iic_sda <= 1;
                                                                                        o_iic_scl <= 1;
                                                                                end
                                                                endcase
                                                                if(state_counter == 3)
                                                                        begin
                                                                                if(i_cmd & WR)
                                                                                        state <= WRITE;
                                                                                else if(i_cmd & RD)
                                                                                        state <= READ;
                                                                                else
                                                                                        state <= START;
                                                                        end
                                                        end
                                        end
                                WRITE:   
                                        begin
                                                if(scl_plus)
                                                        begin
                                                                if(state_counter == 31)
                                                                        state_counter <= 0;
                                                                else
                                                                        state_counter <= state_counter + 1'b1;
                                                                case(state_counter)
                                                                        0,4,8,12,16,20,24,28:    
                                                                                                begin
                                                                                                        o_iic_sda <= i_tx_data[7-state_counter[4:2]];
                                                                                                        iic_sda_oe <= 1'd1;
                                                                                                end
                                                                        1,5,9,13,17,21,25,29:    
                                                                                                begin
                                                                                                        o_iic_scl <= 1;
                                                                                                end
                                                                        2,6,10,14,18,22,26,30:   
                                                                                                begin
                                                                                                        o_iic_scl <= 1;
                                                                                                end
                                                                        3,7,11,15,19,23,27,31:   
                                                                                                begin
                                                                                                        o_iic_scl <= 0;
                                                                                                end
                                                                                        default:
                                                                                                begin
                                                                                                        o_iic_sda <= 1;
                                                                                                        o_iic_scl <= 1;
                                                                                                end                                                                                        
                                                                endcase
                                                                if(state_counter == 31)
                                                                        begin
                                                                                state <= CHECK_SLAVE_ACK;
                                                                        end
                                                                else
                                                                        begin
                                                                                state <= WRITE;
                                                                        end
                                                        end
                                        end
                                READ:
                                        begin
                                                if(scl_plus)
                                                        begin
                                                                if(state_counter == 31)
                                                                        state_counter <= 0;
                                                                else
                                                                        state_counter <= state_counter + 1'b1;
                                                                case(state_counter)
                                                                        0,4,8,12,16,20,24,28:    
                                                                                                begin
                                                                                                        o_iic_scl <= 0;
                                                                                                        iic_sda_oe <= 1'd0;
                                                                                                end
                                                                        1,5,9,13,17,21,25,29:    
                                                                                                begin
                                                                                                        o_iic_scl <= 1;
                                                                                                end
                                                                        2,6,10,14,18,22,26,30:   
                                                                                                begin
                                                                                                        o_rx_data <= {o_rx_data[6:0], iic_sda};  
                                                                                                        o_iic_scl <= 1;
                                                                                                end
                                                                        3,7,11,15,19,23,27,31:   
                                                                                                begin
                                                                                                        o_iic_scl <= 0;
                                                                                                end
                                                                                        default:
                                                                                                begin
                                                                                                        o_iic_sda <= 1;
                                                                                                        o_iic_scl <= 1;
                                                                                                end
                                                                endcase
                                                                if(state_counter == 31)
                                                                        begin
                                                                                state <= MASTER_GENERATE_ACK;
                                                                        end
                                                                else
                                                                        begin
                                                                                state <= READ;
                                                                        end
                                                        end                                                
                                        end
                                CHECK_SLAVE_ACK:         
                                        begin
                                                if(scl_plus)
                                                        begin
                                                                if(state_counter == 3)
                                                                        state_counter <= 0;
                                                                else
                                                                        state_counter <= state_counter + 1'b1;
                                                                case(state_counter)
                                                                        0:
                                                                                begin
                                                                                        iic_sda_oe <= 1'd0;
                                                                                        o_iic_scl <= 0;
                                                                                end
                                                                        1:
                                                                                begin
                                                                                        o_iic_scl <= 1;
                                                                                end
                                                                        2:
                                                                                begin
                                                                                        o_ack <= iic_sda;        
                                                                                        o_iic_scl <= 1;
                                                                                end
                                                                        3:
                                                                                begin
                                                                                        o_iic_scl <= 0;
                                                                                end
                                                                        default:
                                                                                begin
                                                                                        o_iic_sda <= 1;
                                                                                        o_iic_scl <= 1;
                                                                                end
                                                                endcase
                                                                if(state_counter == 3)
                                                                        begin
                                                                                if(i_cmd & STO)
                                                                                        begin
                                                                                                state <= STOP;
                                                                                        end
                                                                                else
                                                                                        begin
                                                                                                state <= IDLE;
                                                                                                o_iic_done <= 1;  
                                                                                        end
                                                                        end
                                                        end
                                        end
                                MASTER_GENERATE_ACK:
                                        begin
                                                if(scl_plus)
                                                        begin
                                                                if(state_counter == 3)
                                                                        state_counter <= 0;
                                                                else
                                                                        state_counter <= state_counter + 1'b1;
                                                                case(state_counter)
                                                                        0:
                                                                                begin
                                                                                        iic_sda_oe <= 1'd1;
                                                                                        o_iic_scl <= 0;
                                                                                        if(i_cmd & ACK)
                                                                                                o_iic_sda <= 1'b0;
                                                                                        else if(i_cmd & NACK)
                                                                                                o_iic_sda <= 1'b1;
                                                                                end
                                                                        1:
                                                                                begin
                                                                                        o_iic_scl <= 1;
                                                                                end
                                                                        2:
                                                                                begin
                                                                                        o_iic_scl <= 1;
                                                                                end
                                                                        3:
                                                                                begin
                                                                                        o_iic_scl <= 0;
                                                                                end
                                                                        default:
                                                                                begin
                                                                                        o_iic_sda <= 1;
                                                                                        o_iic_scl <= 1;
                                                                                end
                                                                endcase
                                                                if(state_counter == 3)
                                                                        begin
                                                                                if(i_cmd & STO)
                                                                                        state <= STOP;
                                                                                else
                                                                                        begin
                                                                                                state <= IDLE;
                                                                                                o_iic_done <= 1'b1;
                                                                                        end
                                                                        end
                                                        end
                                        end
                                STOP:
                                        begin
                                                if(scl_plus)
                                                        begin
                                                                if(state_counter == 3)
                                                                        state_counter <= 0;
                                                                else
                                                                        state_counter <= state_counter + 1'b1;
                                                        end
                                                        case(state_counter)
                                                                0:
                                                                        begin
                                                                                o_iic_sda <= 0;
                                                                                iic_sda_oe <= 1;
                                                                        end
                                                                1:
                                                                        begin
                                                                                o_iic_scl <= 1;
                                                                        end
                                                                2:
                                                                        begin
                                                                                o_iic_sda <= 1;
                                                                                o_iic_scl <= 1;
                                                                        end
                                                                3:
                                                                        begin
                                                                                o_iic_scl <= 1;
                                                                        end
                                                                default:
                                                                        begin
                                                                                o_iic_sda <= 1;
                                                                                o_iic_scl <= 1;
                                                                        end
                                                        endcase
                                                        if(state_counter == 3)
                                                                begin
                                                                        o_iic_done <= 1'b1;
                                                                        state <= IDLE;
                                                                end
                                        end
                                default:
                                        begin
                                                state <= IDLE;
                                        end
                        endcase
                end
endmodule
File: config.mk
export PLATFORM = sky130hd
export DESIGN_NAME = iic_word_control
export DESIGN_NICKNAME = iic_word_control
export VERILOG_FILES = /design/flow/design.v
export SDC_FILE = /design/flow/constraint.sdc
export NUM_CORES = 4
export LEC_CHECK = 1
export CORE_UTILIZATION = 40
==> impl_report.txt <==
IMPLEMENTATION SUMMARY REPORT
----------------------------------------------------
[Setup path]
  Most prevalent standard cell on the critical path ........................ sky130_fd_sc_hd__or4_4
  Cell with the biggest individual delay on the critical path ........................ sky130_fd_sc_hd__or4_4
  Crit. End Element ........................ register
  Critical path capture point ........................ o_iic_scl
  Launching point of the worst reg2reg path ........................ scl_counter[18]
  Flop-to-flop setup slack ........................ -0.11 ns
  Start-to-end type of the worst setup path ........................ register to register
  Crit path cell chain ........................ or4_4, or4_4, or2_4, a2111oi_4
  Max stage delay on crit path ........................ 0.54 ns
  CP Launch Type ........................ register
  Crit Reg-Reg Endpoint ........................ o_iic_scl
  Beginning of the critical path ........................ scl_counter[18]
  Largest fanout on the critical path ........................ 4
  Required @ worst endpoint ........................ 2.17 ns
  Data arrival time at the worst-slack endpoint ........................ 2.28 ns
  Count of cells along the worst register-to-register path ........................ 4

[Clocking]
  Number of clock sinks seen by CTS ........................ 35
  Inserted Clock Buffers ........................ 5
  Root Buffer ........................ sky130_fd_sc_hd__clkbuf_8
  Max Buffers Root-to-Sink ........................ 2
  Clock H-tree levels ........................ 2
  TritonCTS clock tree ........................ yes
  Clock Pin Slew Worst Setup and Hold Paths ........................ 0.07 ns
  Clock insertion delay at the later pin of the skew report ........................ 0.28 ns

[Global route]
  Overall track demand over capacity in global routing ........................ 16.79%
  Vias in the first global route ........................ 1494
  Number of antenna violations at the first check in global routing ........................ 0
  Global-route wire length before repair ........................ 6865 µm
  Maximum number of pins on one net before global-route repair ........................ 35
  Final global-route overflow total ........................ 0

[Placed design]
  Number of I/O port buffers ........................ 8
  Half-perimeter wire length after detailed placement ........................ 2840 µm
  Number of placed instances, taps included ........................ 304
  Final GP Congestion ........................ 0.8065

[Synthesis]
  Xor and xnor fraction of the mapped netlist area ........................ 1.759%
  Basic-gate share of the synthesized area counting and, or, nand and nor cells ........................ 22.93%
  Post-synth top area cell ........................ sky130_fd_sc_hd__dfrtp_1
  Post-synth design cell area ........................ 1992 µm²
  Post-synthesis cell count ........................ 210
  Area fraction in compound gates after synthesis ........................ 17.96%
  Count of library flops with an enable pin ........................ 1
  Number of cells in Yosys stat ........................ 210
  Dominant register cell in the synthesized netlist ........................ sky130_fd_sc_hd__dfrtp_1
  Area share, top type ........................ 40.20%
  Number of distinct library cells after synthesis ........................ 46
  Yosys warning count ........................ 2
  Seq share, synth ........................ 44.35%
  Main logic family after synthesis ........................ simple AND/OR/NAND/NOR gates
  Multiplexer share of the synthesized area ........................ 2.010%
  Total cell area reported by yosys after synthesis ........................ 1992 µm²
  Main area contributors ........................ sky130_fd_sc_hd__dfrtp_1 (40%), sky130_fd_sc_hd__nor2_1 (4.7%), sky130_fd_sc_hd__ha_1 (4.4%)
  Arithmetic-cell share of the synthesized area counting full adders, half adders and majority gates ........................ 4.397%
  Synth flops ........................ 35
  Proportion of synthesized flip-flops having asynchronous set or reset ........................ 97.14%
  Average instance area after synthesis ........................ 9.485 µm²

[Floorplanning]
  Area of the die ........................ 5266 µm²
  FP Core Util ........................ 41.89%
  Die Y ........................ 72.57 µm
  Total core area ........................ 4755 µm²
  Number of placed I/O pins ........................ 29
  Die X ........................ 72.57 µm
  Site row count ........................ 25

[Pwr]
  Leakage Power ........................ 1.044 nW
  Post-layout power ........................ 1.892 mW
  Worst IR drop on VDD ........................ 0.5251 mV
  Power density normalized to cell area ........................ 775.7 nW/µm²

[Final timing]
  Tcrit/Tclk final ........................ 105.0%
  Total negative setup slack ........................ -0.3915 ns
  Time the worst path needs with I/O delays and setup ........................ 2.311 ns
  Setup repair after global routing missed its margin ........................ true
  Max Slew Vio Count ........................ 0
  Final Worst Setup Slack ........................ -0.1110 ns
  Count of final hold-check violations ........................ 0
  Setup violators final ........................ 7
  Fmax ........................ 0.4327 GHz
  Clock Skew ........................ 0.001417 ns
  Worst slew margin ........................ 61.62%
  Actual transition at the worst max-transition pin ........................ 0.5758 ns

[Layout]
  Layout fillers ........................ 444
  Most common logic cells in the final layout ........................ sky130_fd_sc_hd__dfrtp_1 (32), sky130_fd_sc_hd__nor2_1 (25), sky130_fd_sc_hd__buf_4 (25), sky130_fd_sc_hd__nand2_1 (17), sky130_fd_sc_hd__conb_1 (10)
  Synth-to-layout area growth ........................ 22.42%
  Final std cells w/o fill ........................ 314
  Register Area ........................ 883.3 µm²
  Proportion of layout cells with a drive suffix above 1 ........................ 19.84%
  Top logic cell by instance count in the layout ........................ sky130_fd_sc_hd__dfrtp_1
  Comb. cell area ........................ 1081 µm²

[Flow run]
  Number of max-capacitance violations reported ........................ 0
  Tally of OpenROAD warnings ........................ 42

[Routing]
  Via-to-Cell Ratio ........................ 5.217
  Number of iterations in the first detailed-routing pass ........................ 4
  DRT antenna net count ........................ 0
  Inserted Diodes ........................ 0
  Iter 0 DRT Violations ........................ 97
  Routed length per placed instance ........................ 12.79 µm
  Final WL ........................ 4016 µm
  Via Count ........................ 1638
  Post-route DRC violation count ........................ 0

[Outcome]
  Failing checks ........................ setup timing
  Run status ........................ finished with violations

[Min path]
  Path type of the worst min-delay path ........................ register to register
  Hold_sp ........................ scl_counter[19]

----------------------------------------------------
-- cells in the mapped netlist, types with 4 or more instances --
master and n:
sky130_fd_sc_hd__inv_1 8, sky130_fd_sc_hd__dfrtp_1 32, sky130_fd_sc_hd__o21ai_0 6, sky130_fd_sc_hd__xnor2_1 4, sky130_fd_sc_hd__o31ai_1 7, sky130_fd_sc_hd__a21oi_1 9, sky130_fd_sc_hd__o41ai_1 4, sky130_fd_sc_hd__nor3_1 7
sky130_fd_sc_hd__nand3_1 8, sky130_fd_sc_hd__buf_4 10, sky130_fd_sc_hd__nor2_1 25, sky130_fd_sc_hd__nand2_1 17, sky130_fd_sc_hd__mux2i_1 4, sky130_fd_sc_hd__nor2b_1 4, sky130_fd_sc_hd__nor4_1 6, sky130_fd_sc_hd__ha_1 7
-- state kept, by name, indices dropped and copies added (netlist names) --
signal,count
en_scl_counter,1
state,7
state_counter,5
scl_counter,20
o_iic_done,1
o_iic_scl,1
-- critical path: cells and delay by family, from the launching register on --
kind | cells | cell delay, ns
compound gates | 1 | 0.29
flops | 1 | 0.38
simple gates | 3 | 1.34
-- report_power, final --
part / leakage (nW) / internal (mW) / switching, mW
logic: 0.562 / 0.270 / 0.307
registers: 0.440 / 0.752 / 0.122
clock network: 0.0422 / 0.222 / 0.218
total: 1.04 / 1.24 / 0.648
-- how the worst min path moves through the flow --
stage | end | slack [ns] | depth (start not counted)
6_report | scl_counter[19] | 0.51 | 2
4_1_cts | scl_counter[19] | 0.51 | 2
5_1_grt | scl_counter[19] | 0.56 | 2
-- area by class of cell --
| type | instances | area share (%) |
|---|---|---|
| Clock buffer | 7 | 3.130 |
| Timing Repair Buffer | 34 | 11.44 |
| Multi-Input combinational cell | 162 | 44.33 |
| Tap cell | 67 | 3.438 |
| Inverter | 8 | 1.231 |
| Sequential cell | 35 | 36.22 |
| Clock inverter | 1 | 0.2052 |
-- logic make-up after synthesis --
kind of cell	Yosys count
DFF	35
and+or+nand+nor	88
xor gates and xnor gates	4
other	1
AOI/OAI and AO/OA	49
buffers and inverters	22
muxes	4
adders and majority gates	7
-- layer usage --
layer / part of all wire, % / up-vias / global-route usage [%]
met5: 0 / - / 0
met4: 0.65 / 0 / 1.961
met3: 3.1 / 4 / 3.099
met2: 45 / 27 / 25.86
met1: 51 / 775 / 26.61
li1: - / 832 / -
-- per-stage QoR --
stage	area, µm²	util (%)	setup slack (ns)	hold WS, ns
2_1_floorplan	2041	-	-0.08565	0.1444
3_3_place_gp	2287	48.11	-0.1034	0.4839
3_5_place_dp	2287	48.11	-0.1202	0.5008
4_1_cts	2380	50.05	-0.1287	0.5134
5_1_grt	2439	51.29	-0.1814	0.5624
6_report	2439	51.29	-0.1110	0.5101
-- timing repair --
| item | in CTS | in global routing |
|---|---|---|
| pin swaps | 2 | 2 |
| setup endpoints to repair | 8 | 13 |
| setup buffers | 1 | 1 |
| hold buffers | 0 | 0 |
| gates resized | 1 | 9 |
Power is estimated from default activity; no workload was simulated.
